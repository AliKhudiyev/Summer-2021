[config.mk]
export PLATFORM = sky130hd
export DESIGN_NAME = bus_selector
export DESIGN_NICKNAME = bus_selector
export VERILOG_FILES = /design/flow/design.v
export SDC_FILE = /design/flow/constraint.sdc
export NUM_CORES = 4
export LEC_CHECK = 1
export CORE_AREA = 10 10 70 70
export DIE_AREA = 0 0 80 80
[constraint.sdc]
current_design bus_selector

set clk_period 1.0
set clk_io_pct 0.2

create_clock -name clk0 -period $clk_period

set non_clock_inputs [all_inputs -no_clocks]
set_input_delay [expr $clk_period * $clk_io_pct] -clock clk0 $non_clock_inputs
set_output_delay [expr $clk_period * $clk_io_pct] -clock clk0 [all_outputs]
[design.v]
module bus_selector 
    #(parameter width = 32)
(
    input sel,
    input [width-1:0] data,
    output [width-1:0] result
);
    assign result = sel ? data : 32'b0;
endmodule
[run.sh]
#!/bin/bash
# OpenROAD 26Q1-2900-gdf79404cd8, Yosys 0.63+post, stock flow scripts
make -C /OpenROAD-flow-scripts/flow DESIGN_CONFIG=/design/flow/config.mk WORK_HOME=/design/flow/orfs finish
==> results.sh <==
# implementation run metrics
export IMPL_drc=0
export IMPL_postSynthAreaPerCell_um2=7.29
export IMPL_crit_path_start_kind="input pin"
export IMPL_num_rows=21
export IMPL_nClkBuffers=0
export IMPL_openroad_warnings=34
export IMPL_slew_viol_final=0
export IMPL_period_needed_ns=0.988
export IMPL_fill_cells=377
export IMPL_fp_dieW_um=80
export IMPL_peakVddDrop_v=0.0000916
export IMPL_setup_viol=0
export IMPL_lay_top_cells="and2_4 (32), dlygate4sd2_1 (30), buf_2 (22), buf_6 (11), buf_12 (3)"
export IMPL_end_kind="output pin"
export IMPL_status="completed"
export IMPL_dp_hpwl_mm=1.52
export IMPL_fin_crit_sh=0.988
export IMPL_vias=493
export IMPL_gp_congestion=0.724
export IMPL_dieHeight_um=80
export IMPL_drtIter0Drc=3
export IMPL_grt_pass1_vias=561
export IMPL_yosys_area_top_type="and2_2"
export IMPL_synth_seq_share=0
export IMPL_hp_start="data[31]"
export IMPL_yosys_stat_area_um2=255
export IMPL_fin_util=0.284
export IMPL_required_ns=0.80
export IMPL_rsz0062_at_grt="yes"
export IMPL_yosys_cells=35
export IMPL_startpoint="sel"
export IMPL_ctsHoldBuffers=0
export IMPL_numPlacedInstances=144
export IMPL_critPathArrivalTime_ns=0.79
export IMPL_cellPowerDensity_mw_per_mm2=344
export IMPL_wl_per_cell_um=13.4
export IMPL_flops=0
export IMPL_viasPerCell=3.29
export IMPL_slew_headroom=0.928
export IMPL_p_leak_nw=0.548
export IMPL_grt_pass1_wl_mm=3.05
export IMPL_regArea_um2=0
export IMPL_crit_type="in -> out"
export IMPL_dpl_cell_area_um2=968
export IMPL_synth_cells=35
export IMPL_drv_cap=0
export IMPL_worst_slew_pin_slew_ns=0.107
export IMPL_synth_top_area_share=0.941
export IMPL_fp_utilization=0.0747
export IMPL_ios=65
export IMPL_final_cells=150
export IMPL_grt_max_degree=9
export IMPL_drive_gt1_frac=0.683
export IMPL_mostFrequentLayoutCell="and2_4"
export IMPL_dieArea_mm2=0.00640
export IMPL_synth_cell_type_count=2
export IMPL_hold_class="in -> out"
export IMPL_critPathMaxFanout=7
export IMPL_dr_pass1_iters=2
export IMPL_area_delta_synth_final_pct=280
export IMPL_ant_nets=0
export IMPL_yosysWarnings=0
export IMPL_io_buffer_count=65
export IMPL_timing_fmax_mhz=1010
export IMPL_totalWireLength_mm=2.01
export IMPL_pre_cts_slack_ns=-0.702
export IMPL_syn_cell_area_um2=255
export IMPL_core_area_mm2=0.00342
export IMPL_antenna_found_initial=0
export IMPL_diodes=0
export IMPL_layout_setup_ws_ns=0.0120
export IMPL_area_leaders="and2_2 (94%), clkbuf_2 (5.9%)"
export IMPL_fin_area_um2=970
export IMPL_grt_total_usage=0.0593
export IMPL_hold_viol=0
export IMPL_comb_area_um2=280
export IMPL_overflow=0
export IMPL_setup_tns_ns=0
-- cell usage after synthesis --
master	number
clkbuf_2	3
and2_2	32
-- per-stage QoR --
step | power (mW) | hold slack [ns]
floorplan | 0.0561 | 0.491
global placement | 0.325 | 1.37
detailed placement | 0.329 | 1.37
CTS | 0.376 | 0.773
global route | 0.365 | 0.702
finish | 0.333 | 0.690
-- layer usage --
layer  global-route usage  vias up  part of all wire
li1                     -      243                 -
met4                    0        0                 0
met3               0.0307        0              0.15
met1               0.0705      214              0.37
met5                    0        -                 0
met2               0.0987       36              0.48
-- timing repair --
action / in CTS / in global routing
pin swaps: 7 / 1
endpoints found under the setup margin: 32 / 27
resized: 180 / 3
cloned: 3 / 0
buffers inserted: 6 / 0
endpoints found under the hold margin: 0 / 0
-- report_power, final --
group / switching (mW) / total [mW] / internal [mW]
Sequential: 0 / 0 / 0
Clock: 0 / 0 / 0
Combinational: 0.0779 / 0.333 / 0.255
-- area by class of cell --
class | instances | share of cell area
multi-input cells | 32 | 0.289
repair buffers | 72 | 0.652
well taps | 46 | 0.0594
-- kinds of logic after synthesis --
kind of cell / count (synthesis) / share of synthesized area
buf+inv: 3 / 0.0588
simple gates: 32 / 0.941
-- final timing paths --
| check | cells past startpoint | to |
|---|---|---|
| hold / removal | 3 | result[31] |
| setup / recovery | 5 | result[24] |
-- critical path: stages --
cell and delay (ns):
buf_12 0.12, buf_12 0.12, buf_12 0.12, and2_4 0.12, buf_2 0.10
Power figures rest on the tool's default switching activity, not on a simulated workload.
