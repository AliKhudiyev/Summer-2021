File: /design/flow/run.sh
#!/bin/bash
# OpenROAD 26Q1-2900-gdf79404cd8, Yosys 0.63+post, stock flow scripts
make -C /OpenROAD-flow-scripts/flow DESIGN_CONFIG=/design/flow/config.mk WORK_HOME=/design/flow/orfs finish
File: /design/flow/config.mk
export PLATFORM = sky130hd
export DESIGN_NAME = mux
export DESIGN_NICKNAME = mux
export VERILOG_FILES = /design/flow/design.v
export SDC_FILE = /design/flow/constraint.sdc
export NUM_CORES = 4
export LEC_CHECK = 1
export CORE_AREA = 10 10 70 70
export DIE_AREA = 0 0 80 80
File: /design/flow/constraint.sdc
current_design mux

set clk_period 1.0
set clk_io_pct 0.2

create_clock -name clk0 -period $clk_period

set non_clock_inputs [all_inputs -no_clocks]
set_input_delay [expr $clk_period * $clk_io_pct] -clock clk0 $non_clock_inputs
set_output_delay [expr $clk_period * $clk_io_pct] -clock clk0 [all_outputs]
File: /design/flow/design.v
module mux #(
    parameter DATA_WIDTH = 16
) (
    input [DATA_WIDTH-1:0] d0, d1,
    input s,
    output [DATA_WIDTH-1:0] q
);
    wire s_n;
    wire [DATA_WIDTH-1:0] q0, q1;
    not s_inv(s_n, s);
    generate
        genvar i;
        for (i = 0; i < DATA_WIDTH; i = i + 1) begin
            and and1(q1[i], s, d1[i]);
            and and2(q0[i], s, d0[i]);
            or or1(q[i], q0[i], q1[i]);
        end
    endgenerate
endmodule
==> impl_metrics.yaml <==
# yosys + openroad results
final_timing:
  clock.fmax_mhz: 1050
  slew_headroom: 0.941
  fin_crit_sh: 0.955
  setup_viol: 0
  tightest_slew_ps: 87.9
  min_period_ps: 955
  rsz0062_at_grt: "no"
  finalHoldViolations: 0
  tns_ps: 0
  final_max_slew_viol_count: 0
place:
  post_dp_cell_area_um2: 688
  place_congestion: 0.893
  io_buffers: 49
  place_inst: 112
logic_synthesis:
  netlist_top_cells_area: "o21a_1, buf_6, clkbuf_2"
  yosysTopAreaCell: "o21a_1"
  syn_area_per_cell_um2: 7.58
  yosys_area_um2: 136
  syn_inst: 18
  syn_area_um2: 136
  synth_top_area_share: 0.881
  synth_cell_type_count: 3
  ys_cells: 18
  ys_seq_share: 0
  yosysMostFrequentCell: "o21a_1"
  yosysWarnings: 0
  common_cells: "o21a_1, buf_6, clkbuf_2"
final_layout:
  ff_count: 0
  areaGrowthSynthToFinish_pct: 352
  clkbuf_count: 0
  postLayoutCellArea_um2: 617
  fin_util: 0.181
  stdcell_count: 113
  register_area_um2: 0
  drive_above_1_share: 0.313
pwr:
  powerDensity_nw_per_um2: 341
  power.leakage_nw: 0.300
  vdd_drop_max_v: 0.0000985
critical_path:
  path_cells: "dlygate4sd2_1 -> o21a_1 -> buf_2"
  crit_cells: 3
  crit_arrival_ps: 750
  slowest_stage: "dlygate4sd2_1"
  worst_setup_path_start_kind: "primary input"
  max_stage_delay_ps: 240
  cp_max_fo: 1
  endpoint_kind: "output pin"
  critPathBufInv: 2
  crit_family: "buffers and inverters"
  cp.required_ps: 800
  timing.setup.critical_path_class: "in -> out"
floorplanning:
  die_height_um: 80
  die_area_um2: 6400
  fp-utilization: 0.0399
  num_rows: 21
  io_pins: 49
  core_region_area_um2: 3420
  die-width_um: 80
drt:
  first_pass_iters: 2
  via_per_inst: 3.17
  routed_wl_um: 2020
  num_vias: 358
  drtAntennaViolNets: 0
  antenna_cells: 0
  drt_iter0_drc: 4
  wire_per_inst_um: 17.9
  drc: 0
global_routing:
  grt_pass1_vias: 447
  grt_max_degree: 9
  grt.total_usage: 0.0619
  grt-ovfl-total: 0
  grt_antenna_before_repair: 0
  grt_pass1_wl_um: 2970
worst_hold_path:
  hp-class: "in -> out"
  holdPathStages: 3
outcome:
  run_status: "finished clean"
run:
  tool_warnings: 35
  max_cap_viol_count: 0
metrics by stage:
stage | power, mW | setup WS, ps | hold WS (ps)
2_1_floorplan | 0.0360 | 238 | 462
3_3_place_gp | 0.285 | -700 | 1410
3_5_place_dp | 0.279 | -705 | 1400
4_1_cts | 0.217 | 28.7 | 794
5_1_grt | 0.230 | 17.2 | 813
6_report | 0.210 | 45.2 | 784
path summary, 6_finish.rpt:
path	to	slack [ps]	start
max	q[2]	50	d1[2]
min	q[10]	780	d1[10]
logic make-up (layout without fill, tap and decap cells):
| kind of cell | after synthesis | in the layout | share of synthesized area |
|---|---|---|---|
| AOI/OAI and AO/OA | 16 | 16 | 0.881 |
| buffers and inverters | 2 | 51 | 0.119 |
cells in the final DEF (no fill, tap or decap):
cell             synthesis  routed
dlygate4sd2_1            0      28
o21a_1                  16      16
clkdlybuf4s15_2          0       4
buf_2                    0      14
buf_6                    1       1
buf_16                   0       1
clkdlybuf4s15_1          0       2
buf_12                   0       1
routing by layer:
metal | part of all wire | track usage
met5 | 0 | 0
met4 | 0 | 0
met3 | 0.13 | 0.0284
met2 | 0.44 | 0.0979
met1 | 0.43 | 0.0798
worst min-delay path: stages:
cell	delay [ps]
dlygate4sd2_1	190
o21a_1	90
buf_2	100
report_power, final:
part / internal (mW) / total (mW) / switching [mW] / leakage, nW
clock network: 0 / 0 / 0 / 0
logic: 0.143 / 0.210 / 0.0668 / 0.300
registers: 0 / 0 / 0 / 0
total: 0.143 / 0.210 / 0.0668 / 0.300
repair_timing:
item	in CTS	in global routing
setup buffers	0	0
endpoints found under the setup margin	16	0
gates resized	105	0
hold buffers	0	0
area by class of cell:
type                            instances  area, um^2
Multi-Input combinational cell         16         120
Tap cell                               46        57.6
Timing Repair Buffer                   51         439
Fill cell                             409        2800
No activity file was given, so power comes from the tool's default toggle rates.
