==> design/flow/design.v <==
module alu(a,b,s,y);
	input[3:0]a;
	input[3:0]b;
	input[2:0]s;
	output[7:0]y;
	reg[7:0]y;
	always@(a,b,s)
	begin
		case(s)
			3'b000:y=a+b;
			3'b001:y=a-b;
			3'b010:y=a&b;
			3'b011:y=a|b;
			3'b100:y=4'b1111^a;
			3'b101:y=(4'b1111^a)+1'b1;
			3'b110:y=a*b;
			3'b111:
			begin 
				y=a;
				y=y>>1'b1;
			end
		endcase
	end
endmodule
==> design/flow/run.sh <==
#!/bin/bash
# OpenROAD 26Q1-2900-gdf79404cd8, Yosys 0.63+post, stock flow scripts
make -C /OpenROAD-flow-scripts/flow DESIGN_CONFIG=/design/flow/config.mk WORK_HOME=/design/flow/orfs finish
==> design/flow/config.mk <==
export PLATFORM = sky130hd
export DESIGN_NAME = alu
export DESIGN_NICKNAME = alu
export VERILOG_FILES = /design/flow/design.v
export SDC_FILE = /design/flow/constraint.sdc
export NUM_CORES = 4
export LEC_CHECK = 1
export CORE_AREA = 10 10 90 90
export DIE_AREA = 0 0 100 100
==> design/flow/constraint.sdc <==
current_design alu

set clk_period 6.2
set clk_io_pct 0.2

create_clock -name clk0 -period $clk_period

set non_clock_inputs [all_inputs -no_clocks]
set_input_delay [expr $clk_period * $clk_io_pct] -clock clk0 $non_clock_inputs
set_output_delay [expr $clk_period * $clk_io_pct] -clock clk0 [all_outputs]
==> results_slide.txt <==
Key Metrics from the Run

Flow run
  – Tool warning count: 40
  – Max-cap violations: 0

Placement
  – Post-placement cell area: 1410 um2
  – Port bufs: 19
  – GPL Wtd Cong: 0.920
  – Post-DP HPWL: 2.73 mm

Routing
  – Residual DRC: 0
  – Final ANT Viol Nets: 0
  – DR iter-0 viols: 85
  – Ant diodes: 0
  – Vias: about 1100
  – Average wire per standard cell: 13.2 um
  – DRT Pass-1 Iters: 4
  – Total wire length: 3.22 mm
  – Vias/cell: 4.66

Final timing
  – Final min period: just under 6000 ps
  – TNS Setup: 0 ps
  – Least-Margin Pin Slew: 652 ps
  – Fmax: approximately 0.17 GHz
  – Final setup fails: 0
  – Cycle use final: between 90% and 100%
  – Slew Limit Fails: 0
  – Slew headroom: 56.4%
  – Hold Fails Final Rpt: 0
  – Unrepaired setup endpoints after global routing: no

Critical path
  – Critical Path Max Stage Delay: 550 ps
  – CP Class: input pin to output pin
  – CP required: 4960 ps
  – CP max FO: 2
  – Critical path arrival: 4660 ps
  – Crit path capture type: output pin
  – Buf/Inv on CP: 4
  – Top delay family on crit path: adder cells
  – Most common cell on crit path: fa_1
  – Critical path's slowest cell: fa_1
  – Startpoint Class: input pin
  – Crit-path cells: clkdlybuf4s50_1, nand2_1, fa_1, inv_1, fa_1, inv_1, fa_1, xor2_1, o21ai_0, nand2_1, a32oi_1, clkdlybuf4s50_1

Min path
  – HP Start: a[3]
  – Hold-critical path depth: 5
  – Hold endpoint: y[4]
  – HP Class: input pin to output pin

Floorplanning
  – Core Util at FP: 18.1%
  – Row cnt: 29
  – Die area: 10000 um2
  – I/O Pins: 19
  – Die width: 100 um
  – Core footprint: 6280 um2
  – Die extent in y: 100 um

Layout
  – Layout Area Growth over Synthesis: 24.1%
  – # fillers: 694
  – CLK BUF: 0
  – Finished Cell Area: 1410 um2
  – Sequential cell count: 0
  – FF/Latch Area: 0 um2
  – Layout cells sized above 1: ~5.4%
  – Most common logic cell in the routed design: ha_1
  – Most numerous logic cells after layout: ha_1 (25), inv_1 (20), clkdlybuf4s50_1 (19)
  – Comb. cell area: 1020 um2

Global routing
  – GRT Total Usage: roughly 6.4%
  – Antenna violations before repair: 0
  – Global-route wire length before repair: between 5 and 6 mm
  – Total gr overflow: 0
  – Vias in the first global route: about 1100
  – Largest net degree at the start of global routing: 20

Logic synthesis
  – Area of the mapped netlist: roughly 1100 um2
  – Avg Cell Area, Syn: 7.52 um2
  – Post-synth seq share: 0%
  – Synth unique cells: 40
  – Synth warnings: 1
  – Yosys stat chip area: roughly 1100 um2
  – Post-Syn Instances: about 150
  – Yosys cell count: 151

Run status
  – Status: complete, no violations

Power
  – Leakage: 0.000627 uW
  – PD cells: 75.5 nW/um2
  – Max VDD drop: about 24 uV

Clock network
  – Hold-fix buffers at CTS: 0
  – Setup bufs post-CTS: 0
  – PostCTS Resize Cnt: 0
[area by class of cell]
class | instances | share of cell area (%)
well taps | 77 | 6.84
repair buffers | 22 | 15.1
inverters | 21 | 5.60
multi-input cells | 124 | 72.5
[through the flow]
step	power [uW]	hold slack, ps	utilization [%]	setup slack [ps]	cells
after floorplan	69.0	2630	-	1330	151
after global placement	107	3840	22.4	227	244
after detailed placement	107	3850	22.4	231	244
after CTS	108	3850	22.4	229	244
after global routing	121	3890	22.4	61.3	244
final	106	3830	22.4	305	244
[layer usage]
metal  wire length [um]  track usage, %  part of all wire, %  vias to the layer above
met5                  0               0                    0                        -
met4                  0               0                    0                        0
met3                215           0.763                  6.7                        0
met2               1550            11.0                   48                       37
met1               1460            9.05                   45                      536
li1                   -               -                    -                      564
[synth_stat cells, drive strengths merged, types with 2 or more instances]
| master | n | share of area (%) |
|---|---|---|
| inv | 21 | 6.9 |
| a221oi | 2 | 1.5 |
| nor2 | 15 | 5.0 |
| o31ai | 2 | 1.3 |
| a211oi | 2 | 1.3 |
| o21a | 3 | 2.0 |
| nand3 | 4 | 1.8 |
| ha | 25 | 28 |
| nor3b | 3 | 2.0 |
| a31oi | 2 | 1.1 |
| buf | 5 | 2.8 |
| nand2 | 7 | 2.3 |
| nor3 | 7 | 4.0 |
| a22oi | 3 | 2.0 |
| nor2b | 3 | 1.7 |
| o21ai | 11 | 4.9 |
| a21oi | 6 | 2.6 |
| nand2b | 4 | 2.2 |
| fa | 6 | 11 |
| xor2 | 4 | 3.1 |
[tightest hold or removal path: cells and delay by family]
kind	cells	cell delay [ps]
simple gates	2	170
compound gates	1	130
buf+inv	2	1050
[how the worst max path moves through the flow]
stage	from	endpoint	slack, ps	cells past startpoint
CTS	a[0]	y[4]	230	12
global route	a[0]	y[4]	60	12
finish	a[0]	y[4]	300	12
[power by group]
part | internal [uW] | switching [uW] | total, uW
Combinational | 51.0 | 55.4 | 106
Sequential | 0 | 0 | 0
Clock | 0 | 0 | 0
[kinds of logic after synthesis]
logic type | share of synthesized area (%)
compound gates | 26.5
buf+inv | 10.0
fa+ha+maj | 38.1
simple gates | 20.6
xor+xnor | 3.86
mux | 0.882
Power and IR drop assume default switching activity.
